<file path="flow/config.mk">
export PLATFORM = sky130hd
export DESIGN_NAME = wrapper
export DESIGN_NICKNAME = wrapper
export VERILOG_FILES = /design/flow/design.v
export SDC_FILE = /design/flow/constraint.sdc
export NUM_CORES = 4
export LEC_CHECK = 1
export CORE_UTILIZATION = 50
</file>
<file path="flow/constraint.sdc">
current_design wrapper

set clk_period 9.1
set clk_io_pct 0.2

create_clock -name clk0 -period $clk_period [get_ports {sclk}]

set non_clock_inputs [all_inputs -no_clocks]
set_input_delay [expr $clk_period * $clk_io_pct] -clock clk0 $non_clock_inputs
set_output_delay [expr $clk_period * $clk_io_pct] -clock clk0 [all_outputs]
</file>
<file path="flow/run.sh">
#!/bin/bash
# OpenROAD 26Q1-2900-gdf79404cd8, Yosys 0.63+post, stock flow scripts
make -C /OpenROAD-flow-scripts/flow DESIGN_CONFIG=/design/flow/config.mk WORK_HOME=/design/flow/orfs finish
</file>
<file path="flow/design.v">
parameter int DATA_SIZE = 8;
parameter int INST_SIZE = 16;
parameter int MEM_DEPTH = 128;
module ram(clk,rst_n,rx_data,rx_valid,tx_data,tx_valid);
  input clk, rst_n;
  input[INST_SIZE-1:0] rx_data;
  input rx_valid;
  output reg[DATA_SIZE-1:0] tx_data;
  output reg tx_valid;
  reg[DATA_SIZE-1:0] mem [MEM_DEPTH-1:0];
  always@(posedge clk or negedge rst_n)begin
    if(~rst_n)begin
      tx_valid <= 0;
      tx_data <= 0;
    end
    else begin
      if(rx_valid)begin
        tx_valid <= (!rx_data[15] & rx_valid);
        case(rx_data[15])
          1 : mem[rx_data[14:8]] <= rx_data[7:0];
          0 : tx_data <= mem[rx_data[14:8]];
        endcase
      end
    end
  end
endmodule
module spi_slave(sclk,rst_n,ss_n,MOSI,tx_data,tx_valid,MISO,rx_data,rx_valid);
  input sclk, rst_n;
  input ss_n;
  input MOSI;
  input tx_valid;
  input[DATA_SIZE-1:0] tx_data;
  output reg MISO;
  output reg[INST_SIZE-1:0] rx_data; 
  output reg rx_valid;
  typedef enum {IDLE, 
                WRITE_READ, 
                WRITE_ADDR, 
                READ_ADDR, 
                WRITE_DATA, 
                READ_DATA} STATE_s;
  int count_rx,count_tx;
  STATE_s curr, next;
  always@(posedge sclk or negedge rst_n)begin
    if(~rst_n)begin
      curr <= IDLE;
    end
    else begin
      curr <= next;
    end
  end
  always@(*)begin
    case(curr)
      IDLE : begin
        if(!ss_n)begin
          next = WRITE_READ;
        end
        else begin
          next = IDLE;
        end
      end
      WRITE_READ : begin
        if((ss_n == 0) && (MOSI == 1))begin
          next = WRITE_ADDR;
        end
        else if((ss_n == 0)&&(MOSI == 0))begin
          next = READ_ADDR;
        end
        else begin
          next = IDLE;
        end
      end
      WRITE_ADDR : begin
        if((ss_n == 0)&&(count_rx < 8))begin
          next = WRITE_ADDR;
        end
        else if((ss_n == 0)&&(count_rx >= 8))begin
          next = WRITE_DATA;
        end
        else begin
          next = IDLE;
        end
      end
      WRITE_DATA : begin
        if(ss_n == 0)begin
          next = WRITE_DATA;
        end
        else begin
          next = IDLE;
        end
      end
      READ_ADDR : begin
        if((ss_n == 0)&&(count_rx < 7))begin
          next = READ_ADDR;
        end
        else if((ss_n == 0)&&(count_rx >= 7))begin
          next = READ_DATA;
        end
        else begin
          next = IDLE;
        end
      end
      READ_DATA : begin
        if(ss_n == 0)begin
          next = READ_DATA;
        end
        else begin
          next = IDLE;
        end
      end
    endcase  
  end
  always@(posedge sclk or negedge rst_n)begin
    if(!rst_n)begin
      count_rx <= 0;
      count_tx <= 0;
      MISO <= 0;
      rx_data <= 0;
      rx_valid <= 0;
    end
    else begin
      case(curr)
        IDLE : begin
          count_rx <= 0;
          count_tx <= 0;
          MISO <= 0;
          rx_data <= 0;
          rx_valid <= 0;
        end
        WRITE_READ : begin
          rx_data[15-count_rx] <= MOSI;
          count_rx <= count_rx + 1;
        end
        WRITE_ADDR : begin
          rx_data[15-count_rx] <= MOSI;
          count_rx <= count_rx + 1;
        end
        WRITE_DATA : begin
          if(count_rx < 16)begin
            rx_data[15-count_rx] <= MOSI;
            count_rx <= count_rx + 1;
          end
          else begin
            rx_valid <= 1;
          end
        end
        READ_ADDR : begin
          rx_data[15-count_rx] <= MOSI;
          count_rx <= count_rx + 1;
        end
        READ_DATA : begin
          rx_valid <= 1;
          if(tx_valid && (count_tx < 8))begin
            MISO <= tx_data[count_tx];
            count_tx <= count_tx + 1;
          end
        end
      endcase     
    end   
  end
endmodule
module wrapper(sclk,rst_n,ss_n,MOSI,MISO);
  input sclk, rst_n;
  input ss_n;
  input MOSI;
  output MISO;
  reg[DATA_SIZE-1:0] tx_data;
  reg[INST_SIZE-1:0] rx_data;
  reg tx_valid, rx_valid;
  spi_slave dut1(sclk,rst_n,ss_n,MOSI,tx_data,tx_valid,MISO,rx_data,rx_valid);
  ram dut2(sclk,rst_n,rx_data,rx_valid,tx_data,tx_valid);
endmodule
</file>
==> notes.md <==
flow finished, numbers: status complete, but fails checks, failing checks max-slew violations, Post-CTS Hold Fix Bufs 0, Antenna Violating Nets Remaining 0, max cap viols 0, design area 0.0514 mm^2, tool warning count 28, critical path peak fanout 16, Die Wd 300 um, CP Class reg2reg, worst vdd rail ir drop 0.000163 V, Distinct cells, synth 82, YS chip area 0.0443 mm^2, vias in the first global route 33300, WL met2 87600 um, Final TNS setup 0 ns, global placement routability congestion 1.16, number of unconstrained endpoints 6, Syn Area/Cell 15.4 um^2, Root Buffer clkbuf_16, worst min-delay path class reg2reg, reg2reg end dut2.tx_data[4], Num CTS Buffers ~110, DRT met1 WL 58700 um, dpl cells 4202, Post-CTS Resized 0, Mapped Area approximately 0.044 mm^2, Max Used Layer met5, worst r2r src dut1.rx_data[11], fin cells 4446, vias per cell 7.42, HPWL after DPL approximately 150000 um, clock tree buffer depth 3, Core Region 0.0873 mm^2, crit path DRT 9.66 ns, Setup crit end kind flop, Layout Skew 0.0271 ns, Placement Setup Slack 4.15 ns, total I/O pin count 5, CTS tree built, Initial DRC Count 3757, setup violators final 0, row cnt 108, largest net degree at the start of global routing between 50 and 60, clk latency late pin 0.72 ns, PwrDens 197 mW/mm^2, cell count after synthesis roughly 2900, met3 wire len between 40000 and 50000 um, Residual DRC 0, router iterations before antenna repair 6, Yosys Instances 2867, Final min period 5.13 ns, asr flop ratio synth under 10%, Hold EP dut2.tx_data[7], Max H-tree Level 3, Die Area around 0.09 mm^2, Worst R2R Path Depth 11, post-CTS setup buffers 0, R2R setup slack 3.97 ns, initial antenna violation count 35, fp_density 50.7%, Tot GR Track Use 54.5%, Yosys warnings 3, Final Hold Fails 0, CP arrival between 5 and 6 ns, Final period util 56.3%, Fmax achieved 0.195 GHz, layout cell share with drive strength beyond 1 around 17%, Buffers on Ports 4, Worst-path clk slew about 0.060 ns, detailed-route via count 33000, Post-synth EDFFs 1024, RSZ-0062 raised after global routing false, synth-to-layout area growth 16.2%, min-delay src dut2.tx_data[7], gr ovfl total 0, final core utilization 58.9%, final hold slack 0.493 ns, die y size between 200 and 300 um, routed len/inst 48.6 um, Final Power 10.1 mW, WL final 216000 um, Final Worst Setup Slack 3.97 ns, first-pass GRT wire length 287000 um, P_leak 17.2 nW, Max-slew headroom -0.301%, register pins left without a clock 3, Area after DPL 0.0478 mm^2, Most common reg cell edfxtp_1, Hold Crit Depth 2, Final Max Slew Viols 1, Post-synth regs roughly 1100, worst-margin pin slew 1.50 ns, CP startpoint kind flop
==> synth_stat cells (6+ instances only) <==
| cell type | instances | area, um^2 |
|---|---|---|
| edfxtp_1 | 1024 | 30700 |
| nor2_1 | 250 | 938 |
| a22oi_1 | 188 | 1410 |
| a22o_1 | 162 | 1420 |
| a221oi_1 | 161 | 1410 |
| nor3_1 | 143 | 716 |
| nand2_1 | 101 | 379 |
| nand4_1 | 100 | 626 |
| clkbuf_1 | 95 | 357 |
| dfrtp_1 | 94 | 2350 |
| nand3_1 | 66 | 330 |
| o21ai_0 | 56 | 280 |
| xor2_1 | 47 | 412 |
| xnor2_1 | 38 | 333 |
| nor4_1 | 37 | 231 |
| a21oi_1 | 34 | 170 |
| or3_1 | 27 | 169 |
| inv_1 | 17 | 63.8 |
| and2_1 | 14 | 87.6 |
| and3_1 | 14 | 87.6 |
| o211ai_1 | 13 | 97.6 |
| buf_1 | 12 | 45.0 |
| nor2b_1 | 11 | 68.8 |
| and4_1 | 10 | 87.6 |
| nand3b_1 | 9 | 67.6 |
| or4_1 | 9 | 67.6 |
| mux2i_1 | 8 | 80.1 |
| a31oi_1 | 6 | 37.5 |
| nand2b_1 | 6 | 37.5 |
| o2bb2a_2 | 6 | 67.6 |
| o31ai_1 | 6 | 45.0 |
| or2_2 | 6 | 37.5 |
==> cell type report <==
type                    instances  area [um^2]
multi-input cells            1614        10900
inverters                      17         63.8
clock buffers                 156         3120
well taps                    1155         1450
clock inverters                56          478
repair buffers                295         2220
fillers                      6350        35800
flip-flops and latches       1121        33200
diodes                         32         80.1
==> cell families after synthesis <==
group	Yosys count	synth area share (%)
flip-flops	1118	74.7
AND-OR/OR-AND	679	12.2
XOR/XNOR	85	1.68
buffers and inverters	132	1.18
AND/OR/NAND/NOR	830	9.59
latches	3	0.102
adder cells (fa/ha/maj)	5	0.141
multiplexers	15	0.410
==> worst max-delay path, cell delays in order (launching register included) <==
cell,delay (ns)
dfrtp_1,0.47
nor2b_1,0.25
nand2_2,0.10
buf_4,0.46
nor2_1,0.37
a22o_1,0.28
a221oi_1,1.15
nand4_1,0.67
nor4_1,0.47
nand3_1,0.39
o21ai_0,0.24
o21ai_0,0.12
==> worst max path at each step <==
stage / from / to / cells past startpoint
CTS: dut1.count_rx[4] / dut1.rx_data[8] / 13
finish: dut1.rx_data[11] / dut2.tx_data[4] / 11
global route: dut1.count_rx[4] / dut1.rx_data[14] / 13
==> power by group <==
group	total [mW]	internal (mW)	switching, mW
clock	4.57	2.59	1.99
sequential	5.53	5.53	0.000630
combinational	0.0235	0.00396	0.0195
==> cell usage in the layout, fill, tap and decap left out, drive strengths merged, types with 19 or more instances in the layout <==
cell type,instances
a22oi,189
nor4,41
nand4,101
edfxtp,1024
inv,19
clkinv,42
xnor2,38
clkbuf,156
a22o,162
dfrtp,94
diode,32
nor2,250
or3,27
nand3,67
nor3,145
a21oi,34
buf,292
xor2,47
o21ai,60
nand2,101
a221oi,161
==> sequential cells by signal (all words and copies together), names as in the netlist <==
name / cells
dut2.mem: 1024
dut1.count_rx: 32
dut1.count_tx: 32
dut1.rx_data: 16
dut2.tx_data: 8
dut1.curr: 3
dut1.next: 3
dut1.MISO: 1
dut1.rx_valid: 1
dut2.tx_valid: 1
==> routing by layer <==
| metal | vias up | global-route usage [%] |
|---|---|---|
| met5 | - | 36.6 |
| met4 | 88 | 37.3 |
| met3 | 993 | 48.8 |
| met2 | 3586 | 67.9 |
| met1 | 15900 | 55.3 |
| li1 | 12400 | - |
Power and IR drop assume default switching activity.
